$ cat flow/design.v
module alu #(
    parameter WIDTH     = 8,   
    parameter BITS      = 64,   
    parameter PRECISION = 2   
) (
    input  logic                 clk,rst,        
    input  logic [     BITS-1:0] a,              
    input  logic [     BITS-1:0] b,              
    output logic [     BITS-1:0] result_final,   
    input  logic [PRECISION-1:0] precision,
    input  logic [          3:0] opcode,         
    output logic                 carry           
);
  logic carry_in,carry_in_d;   
  logic sub, sub_d;   
  logic [          6:0] enable;   
  logic [PRECISION-1:0] precision_reg;
  logic [     BITS-1:0] result;   
  logic [     BITS-1:0] result_i;
  logic [     BITS-1:0] xor_out;   
  logic [     BITS-1:0] and_out;   
  logic [     BITS-1:0] or_out;   
  logic [     BITS-1:0] setu_out;   
  logic [     WIDTH-1:0] setu_out_i;   
  logic [     BITS-1:0] setnu_out;   
  logic [     BITS-1:0] avg_add_sub_out;   
  logic [     WIDTH-1:0] setnu_out_i;   
  logic [BITS-1:0] adder_b, b_reg;   
  wire c1, c2, c3, c4, c5, c6, c7, c8, c12, c10, c14;   
  logic [BITS-1:0] a_reg, max_out, min_out;   
  logic [3:0] opcode_reg;   
  assign carry_in_d = sub_d ? 1 : 0;   
  ks_adder DUT1 (
      .a(a_reg[7:0]),
      .b(adder_b[7:0]),
      .cin(carry_in),
      .sum(result[7:0]),
      .carry(c1)
  );
  ks_adder DUT2 (
      .a(a_reg[15:8]),
      .b(adder_b[15:8]),
      .cin(c2),
      .sum(result[15:8]),
      .carry(c3)
  );
  ks_adder DUT3 (
      .a(a_reg[23:16]),
      .b(adder_b[23:16]),
      .cin(c4),
      .sum(result[23:16]),
      .carry(c5)
  );
  ks_adder DUT4 (
      .a(a_reg[31:24]),
      .b(adder_b[31:24]),
      .cin(c6),
      .sum(result[31:24]),
      .carry(c7)
  );
  ks_adder DUT5 (
      .a(a_reg[39:32]),
      .b(adder_b[39:32]),
      .cin(c8),
      .sum(result[39:32]),
      .carry(c9)
  );
  ks_adder DUT6 (
      .a(a_reg[47:40]),
      .b(adder_b[47:40]),
      .cin(c10),
      .sum(result[47:40]),
      .carry(c11)
  );
  ks_adder DUT7 (
      .a(a_reg[55:48]),
      .b(adder_b[55:48]),
      .cin(c12),
      .sum(result[55:48]),
      .carry(c13)
  );
  ks_adder DUT8 (
      .a(a_reg[63:56]),
      .b(adder_b[63:56]),
      .cin(c14),
      .sum(result[63:56]),
      .carry(carry)
  );
  always_comb begin
    unique case (precision_reg)
      2'b00:   enable = '0;
      2'b01:   enable = 7'b1010101;
      2'b10:   enable = 7'b1110111;
      2'b11:   enable = '1;
      default: enable = '0;
    endcase
  end
  assign adder_b = sub ? (~b_reg) : b_reg;
  assign and_out = a_reg & adder_b;
  assign or_out  = a_reg | adder_b;
  assign xor_out = a_reg ^ adder_b;
  assign sub_d = (opcode[2] & opcode[1]) | (opcode[3] & opcode[0] ) | (opcode[3] & opcode[1] );           
  for (genvar i = BITS - 9; i > WIDTH - 2; i = i - 8) begin
    assign avg_add_sub_out[i:i-7] = {enable[(i-7)/8] ? result[i+1] : 1'b0, result[i:i-6]};
  end
  assign avg_add_sub_out[63:56] = {1'b0, result[63:57]};
  assign c2  = enable[0] ? c1  : (sub ? 1 : 0);
  assign c4  = enable[1] ? c3  : (sub ? 1 : 0);
  assign c6  = enable[2] ? c5  : (sub ? 1 : 0);           
  assign c8  = enable[3] ? c7  : (sub ? 1 : 0);
  assign c10 = enable[4] ? c9  : (sub ? 1 : 0);
  assign c12 = enable[5] ? c11 : (sub ? 1 : 0);
  assign c14 = enable[6] ? c13 : (sub ? 1 : 0);
  always_ff @(posedge clk or posedge rst) begin
    if (rst) begin
      a_reg <= 0;
      b_reg <= 0;
      opcode_reg <= 0;
      precision_reg <= 0;
      carry_in <= 0;
      sub <= 0;
    end 
    else begin
      a_reg <= a;
      b_reg <= b;
      opcode_reg <= opcode;
      precision_reg <= precision;
      carry_in <= carry_in_d;
      sub <= sub_d;
    end
  end
  for (genvar i = 0; i < 64; i = i + 8) begin
    assign setu_out_i[i/8] = (xor_out[i+7:i]) ? 1'b0 : 1'b1;
  end
  always_comb begin
    setu_out = '0;
    unique case (precision_reg)
      2'b11: begin
        setu_out[0] = setu_out_i[0] & setu_out_i[1] & setu_out_i[2] & setu_out_i[3]
                      & setu_out_i[4] & setu_out_i[5] & setu_out_i[6] & setu_out_i[7];
      end
      2'b10: begin
        setu_out[0]  = setu_out_i[0] & setu_out_i[1] & setu_out_i[2] & setu_out_i[3];
        setu_out[32] = setu_out_i[4] & setu_out_i[5] & setu_out_i[6] & setu_out_i[7];
      end
      2'b01: begin
        setu_out[0]  = setu_out_i[0] & setu_out_i[1];
        setu_out[16] = setu_out_i[2] & setu_out_i[3];
        setu_out[32] = setu_out_i[4] & setu_out_i[5];
        setu_out[48] = setu_out_i[6] & setu_out_i[7];
      end
      2'b00: begin
        setu_out[0]  = setu_out_i[0];
        setu_out[8]  = setu_out_i[1];
        setu_out[16] = setu_out_i[2];
        setu_out[24] = setu_out_i[3];
        setu_out[32] = setu_out_i[4];
        setu_out[40] = setu_out_i[5];
        setu_out[48] = setu_out_i[6];
        setu_out[56] = setu_out_i[7];
      end
    endcase
  end
  for (genvar i = 0; i < 64; i = i + 8) begin
    assign setnu_out_i[i/8] = (xor_out[i+7:i]) ? 1'b1 : 1'b0;
  end
  always_comb begin
    setnu_out = '0;
    unique case (precision_reg)
      2'b11: begin
        setnu_out[0] = setnu_out_i[0] | setnu_out_i[1] |setnu_out_i[2] | setnu_out_i[3]
                       | setnu_out_i[4] | setnu_out_i[5] | setnu_out_i[6] | setnu_out_i[7];
      end
      2'b10: begin
        setnu_out[0]  = setnu_out_i[0] | setnu_out_i[1] | setnu_out_i[2] | setnu_out_i[3];
        setnu_out[32] = setnu_out_i[4] | setnu_out_i[5] | setnu_out_i[6] | setnu_out_i[7];
      end
      2'b01: begin
        setnu_out[0]  = setnu_out_i[0] | setnu_out_i[1];
        setnu_out[16] = setnu_out_i[2] | setnu_out_i[3];
        setnu_out[32] = setnu_out_i[4] | setnu_out_i[5];
        setnu_out[48] = setnu_out_i[6] | setnu_out_i[7];
      end
      2'b00: begin
        setnu_out[0]  = setnu_out_i[0];
        setnu_out[8]  = setnu_out_i[1];
        setnu_out[16] = setnu_out_i[2];
        setnu_out[24] = setnu_out_i[3];
        setnu_out[32] = setnu_out_i[4];
        setnu_out[40] = setnu_out_i[5];
        setnu_out[48] = setnu_out_i[6];
        setnu_out[56] = setnu_out_i[7];
      end
    endcase
  end
  always @(posedge clk or posedge rst) begin
    if (rst) begin
       result_final <= 0;
    end
    else begin
      result_final <= result_i;
    end
  end
  always_comb begin
    unique case (precision_reg)
      2'b11: begin
        if ((result[63] & adder_b[63]) | (a_reg[63] & adder_b[63]) | (result[63] & a_reg[63])) begin
          max_out = b_reg;
          min_out = a_reg;
        end
        else begin
           max_out = a_reg;
           min_out = b_reg;
        end
      end
      2'b10: begin
        if ((result[63] & adder_b[63]) | (a_reg[63] & adder_b[63]) | (result[63] & a_reg[63])) begin
          max_out[63:32] = b_reg[63:32];
          min_out[63:32] = a_reg[63:32];
        end
        else begin
           max_out[63:32] = a_reg[63:32];
           min_out[63:32] = b_reg[63:32];
        end
        if ((result[31] & adder_b[31]) | (a_reg[31] & adder_b[31]) | (result[31] & a_reg[31])) begin
          max_out[31:0] = b_reg[31:0];
          min_out[31:0] = a_reg[31:0];
        end
        else begin
           max_out[31:0] = a_reg[31:0];
          min_out[31:0] = b_reg[31:0];
        end
      end
      2'b01: begin
        if ((result[63] & adder_b[63]) | (a_reg[63] & adder_b[63]) | (result[63] & a_reg[63])) begin
          max_out[63:48] = b_reg[63:48];
          min_out[63:48] = a_reg[63:48];
        end
        else begin
           max_out[63:48] = a_reg[63:48];
           min_out[63:48] = b_reg[63:48];
        end
        if ((result[47] & adder_b[47]) | (a_reg[47] & adder_b[47]) | (result[47] & a_reg[47])) begin
          max_out[47:32] = b_reg[47:32];
          min_out[47:32] = a_reg[47:32];
        end
        else begin
           max_out[47:32] = a_reg[47:32];
           min_out[47:32] = b_reg[47:32];
        end
        if ((result[31] & adder_b[31]) | (a_reg[31] & adder_b[31]) | (result[31] & a_reg[31])) begin
          max_out[31:16] = b_reg[31:16];
          min_out[31:16] = a_reg[31:16];
        end
        else begin 
          max_out[31:16] = a_reg[31:16];
          min_out[31:16] = b_reg[31:16];
        end
        if ((result[15] & adder_b[15]) | (a_reg[15] & adder_b[15]) | (result[15] & a_reg[15])) begin
          max_out[15:0] = b_reg[15:0];
          min_out[15:0] = a_reg[15:0];
        end
        else begin
           max_out[15:0] = a_reg[15:0];
           min_out[15:0] = b_reg[15:0];
        end
      end
      2'b00: begin
        if ((result[63] & adder_b[63]) | (a_reg[63] & adder_b[63]) | (result[63] & a_reg[63])) begin
          max_out[63:56] = b_reg[63:56];
          min_out[63:56] = a_reg[63:56];
        end
        else begin
           max_out[63:56] = a_reg[63:56];
           min_out[63:56] = b_reg[63:56];
        end
        if ((result[55] & adder_b[55]) | (a_reg[55] & adder_b[55]) | (result[55] & a_reg[55])) begin
          max_out[55:48] = b_reg[55:48];
          min_out[55:48] = a_reg[55:48];
        end
        else begin
           max_out[55:48] = a_reg[55:48];
           min_out[55:48] = b_reg[55:48];
        end
        if ((result[47] & adder_b[47]) | (a_reg[47] & adder_b[47]) | (result[47] & a_reg[47])) begin
          max_out[47:40] = b_reg[47:40];
          min_out[47:40] = a_reg[47:40];
        end
        else begin 
          max_out[47:40] = a_reg[47:40];
          min_out[47:40] = b_reg[47:40];
        end
        if ((result[39] & adder_b[39]) | (a_reg[39] & adder_b[39]) | (result[39] & a_reg[39])) begin
          max_out[39:32] = b_reg[39:32];
          min_out[39:32] = a_reg[39:32];
        end
        else begin 
          max_out[39:32] = a_reg[39:32];
          min_out[39:32] = b_reg[39:32];
        end
        if ((result[31] & adder_b[31]) | (a_reg[31] & adder_b[31]) | (result[31] & a_reg[31])) begin
          max_out[31:24] = b_reg[31:24];
          min_out[31:24] = a_reg[31:24];
        end
        else begin
           max_out[31:24] = a_reg[31:24];
           min_out[31:24] = b_reg[31:24];
        end
        if ((result[23] & adder_b[23]) | (a_reg[23] & adder_b[23]) | (result[23] & a_reg[23])) begin
          max_out[23:16] = b_reg[23:16];
          min_out[23:16] = a_reg[23:16];
        end
        else begin
           max_out[23:16] = a_reg[23:16];
           min_out[23:16] = b_reg[23:16];
        end
        if ((result[15] & adder_b[15]) | (a_reg[15] & adder_b[15]) | (result[15] & a_reg[15])) begin
          max_out[15:8] = b_reg[15:8];
          min_out[15:8] = a_reg[15:8];
        end
        else begin
           max_out[15:8] = a_reg[15:8];
           min_out[15:8] = b_reg[15:8];
        end
        if ((result[7] & adder_b[7]) | (a_reg[7] & adder_b[7]) | (result[7] & a_reg[7])) begin
          max_out[7:0] = b_reg[7:0];
          min_out[7:0] = a_reg[7:0];
        end
        else begin
           max_out[7:0] = a_reg[7:0];
           min_out[7:0] = b_reg[7:0];
        end
      end
    endcase
  end
  always_comb begin
    unique case (opcode_reg)
      4'b0000: result_i = and_out;
      4'b0001: result_i = or_out;
      4'b0010: result_i = xor_out;
      4'b0011: result_i = result;
      4'b0100: result_i = setu_out;
      4'b0101: result_i = setnu_out;
      4'b0110: result_i = result;
      4'b0111: result_i = avg_add_sub_out;
      4'b1000: result_i = avg_add_sub_out;
      4'b1001: result_i = max_out;
      4'b1010: result_i = min_out;
      default: result_i = '0;
    endcase
  end
endmodule
module black_cell (
    output logic G,        
    output logic P,        
    input  logic Gi,       
    input  logic Pi,       
    input  logic GiPrev,   
    input  logic PiPrev    
);
  wire a;
  and (a, Pi, GiPrev);
  or  (G, a, Gi);
  and (P, PiPrev, Pi);
endmodule
module gray_cell (
    output logic G,   
    input logic Gi,   
    input logic Pi,   
    input logic GiPrev   
);
  wire a;
  and (a, Pi, GiPrev);
  or  (G, a, Gi);
endmodule
module ks_adder #(
    parameter WIDTH = 8
) (
    input  logic [WIDTH-1:0] a,
    input  logic [WIDTH-1:0] b,   
    output logic [WIDTH-1:0] sum,
    output logic             carry,
    input  logic             cin
);
  wire p[7:0],g[7:0],intermediate_p[6:0],intermediate_g[6:0],intermediate2_p[6:0],intermediate2_g[6:0];
  for (genvar i = 0; i < 8; i++) begin
    xor (p[i], a[i], b[i]);
    and (g[i], a[i], b[i]);
  end
  gray_cell DUT0 (
      .Gi(g[0]),
      .Pi(p[0]),
      .GiPrev(cin),
      .G(sum_1_inp)
  );
  for (genvar i = 1; i < 8; i++) begin
    black_cell DUT50 (
        .Gi(g[i]),
        .GiPrev(g[i-1]),
        .Pi(p[i]),
        .PiPrev(p[i-1]),
        .G(intermediate_g[i-1]),
        .P(intermediate_p[i-1])
    );
  end
  gray_cell DUT1 (
      .Gi(intermediate_g[0]),
      .Pi(intermediate_p[0]),
      .GiPrev(cin),
      .G(sum_2_inp)
  );
  gray_cell DUT2 (
      .Gi(intermediate_g[1]),
      .Pi(intermediate_p[1]),
      .GiPrev(sum_1_inp),
      .G(sum_3_inp)
  );
  black_cell DUT3 (
      .Gi(intermediate_g[2]),
      .Pi(intermediate_p[2]),
      .GiPrev(intermediate_g[0]),
      .PiPrev(intermediate_p[0]),
      .G(intermediate2_g[0]),
      .P(intermediate2_p[0])
  );
  black_cell DUT4 (
      .Gi(intermediate_g[3]),
      .Pi(intermediate_p[3]),
      .GiPrev(intermediate_g[1]),
      .PiPrev(intermediate_p[1]),
      .G(intermediate2_g[1]),
      .P(intermediate2_p[1])
  );
  black_cell DUT5 (
      .Gi(intermediate_g[4]),
      .Pi(intermediate_p[4]),
      .GiPrev(intermediate_g[2]),
      .PiPrev(intermediate_p[2]),
      .G(intermediate2_g[2]),
      .P(intermediate2_p[2])
  );
  black_cell DUT6 (
      .Gi(intermediate_g[5]),
      .Pi(intermediate_p[5]),
      .GiPrev(intermediate_g[3]),
      .PiPrev(intermediate_p[3]),
      .G(intermediate2_g[3]),
      .P(intermediate2_p[3])
  );
  black_cell DUT7 (
      .Gi(intermediate_g[6]),
      .Pi(intermediate_p[6]),
      .GiPrev(intermediate_g[4]),
      .PiPrev(intermediate_p[4]),
      .G(intermediate2_g[4]),
      .P(intermediate2_p[4])
  );
  gray_cell DUT8 (
      .Gi(intermediate2_g[0]),
      .Pi(intermediate2_p[0]),
      .GiPrev(cin),
      .G(sum_4_inp)
  );
  gray_cell DUT9 (
      .Gi(intermediate2_g[1]),
      .Pi(intermediate2_p[1]),
      .GiPrev(sum_1_inp),
      .G(sum_5_inp)
  );
  gray_cell DUT10 (
      .Gi(intermediate2_g[2]),
      .Pi(intermediate2_p[2]),
      .GiPrev(sum_2_inp),
      .G(sum_6_inp)
  );
  gray_cell DUT11 (
      .Gi(intermediate2_g[3]),
      .Pi(intermediate2_p[3]),
      .GiPrev(sum_3_inp),
      .G(sum_7_inp)
  );
  black_cell DUT12 (
      .Gi(intermediate2_g[4]),
      .Pi(intermediate2_p[4]),
      .GiPrev(intermediate2_g[0]),
      .PiPrev(intermediate2_p[0]),
      .G(final_g),
      .P(final_p)
  );
  gray_cell DUT13 (
      .Gi(final_g),
      .Pi(final_p),
      .GiPrev(cin),
      .G(carry)
  );
  xor (sum[0], p[0], cin);
  xor (sum[1], p[1], sum_1_inp);
  xor (sum[2], p[2], sum_2_inp);
  xor (sum[3], p[3], sum_3_inp);
  xor (sum[4], p[4], sum_4_inp);
  xor (sum[5], p[5], sum_5_inp);
  xor (sum[6], p[6], sum_6_inp);
  xor (sum[7], p[7], sum_7_inp);
endmodule
$ cat flow/constraint.sdc
current_design alu

set clk_period 19.8
set clk_io_pct 0.2

create_clock -name clk0 -period $clk_period [get_ports {clk}]

set non_clock_inputs [all_inputs -no_clocks]
set_input_delay [expr $clk_period * $clk_io_pct] -clock clk0 $non_clock_inputs
set_output_delay [expr $clk_period * $clk_io_pct] -clock clk0 [all_outputs]
$ cat flow/config.mk
export PLATFORM = sky130hd
export DESIGN_NAME = alu
export DESIGN_NICKNAME = alu
export VERILOG_FILES = /design/flow/design.v
export SDC_FILE = /design/flow/constraint.sdc
export NUM_CORES = 4
export LEC_CHECK = 1
export CORE_UTILIZATION = 40
$ cat flow/run.sh
#!/bin/bash
# OpenROAD 26Q1-2900-gdf79404cd8, Yosys 0.63+post, stock flow scripts
make -C /OpenROAD-flow-scripts/flow DESIGN_CONFIG=/design/flow/config.mk WORK_HOME=/design/flow/orfs finish
==> flow_metrics.tcl <==
# place-and-route summary
set metrics [dict create \
    syn_area_per_cell_um2 9.36 \
    topCellsByArea "dfrtp_1 (37%), ha_1 (12%), xor2_1 (5.4%), inv_1 (4.1%), a221oi_1 (3.6%)" \
    diodes 0 \
    synthCells 1444 \
    tns_ns 0 \
    yosysTopAreaCell "dfrtp_1" \
    antenna_found_initial 0 \
    synth.top_cell.area_share_pct 36.8 \
    edf_count 0 \
    ctsResizeCount 0 \
    end_kind "output pin" \
    cp.arrival_ns 5.50 \
    hold_viol_final 0 \
    worstPathMaxFanout 40 \
    chipWidth_um 186 \
    fp-row-count 66 \
    cts_hold_buf 0 \
    setup_viol 0 \
    first_pass_iters 5 \
    async_flop_share_pct 100 \
    cts_max_path_buffers 2 \
    cts_buffers 17 \
    dp_hpwl_mm 27.6 \
    clockRootBuffer "clkbuf_16" \
    crit_path_top_delay_cell "dfrtp_4" \
    num_vias 11363 \
    warnings 89 \
    vdd_drop_max_uv 65.4 \
    clk_latency_ns 0.46 \
    grt_max_degree 90 \
    ys_warn_count 23 \
    yosysCellCount 1444 \
    rsz0062_at_grt "no" \
    core_area_um2 32900 \
    p_leak_nw 7.39 \
    drive_gt1_share_pct 4.89 \
    path_cells "buf_4, xor2_1, inv_1, ha_1, nand4_2, nor3_4, o2111ai_4, a311oi_4, o211ai_2, a2111oi_4, o21bai_2, a21oi_1, a211o_1, clkdlybuf4s50_1" \
    synth_cell_types 81 \
    fin_crit_ns 9.46 \
    critPathBufInv 3 \
    finalInstanceArea_um2 16500 \
    grt.total_usage_pct 24.0 \
    skew_ns 0.0107 \
    slowest_delay_ns 0.93 \
    pwr_density_cell_nw_per_um2 76.3 \
    max_freq_mhz 106 \
    cts_setup_buffers 0 \
    status "finished, final reports clean" \
    slew_viol_final 0 \
    drt-total-wl_mm 39.2 \
    ant_nets 0 \
    yosys_area_um2 13500 \
    htree_levels 4 \
    ios 201 \
    grt_pass1_wl_mm 61.6 \
    dr.first_iter.drc_count 697 \
    wire_per_inst_um 19.0 \
    cts_tree "built" \
    synth_area_um2 13500 \
    worst_slew_pin_slew_ns 0.903 \
    drc_errors 0 \
    relSlewSlack_pct 39.4 \
    finalWeightedCongestion 0.900 \
    postSynthSeqShare_pct 36.8 \
    floorplan.core_util_pct 41.1 \
    syn_to_final_growth_pct 22.2 \
    grt_pass1_vias 11229 \
    path_class "register to output pin" \
    chip_area_um2 34500 \
    cap_viol_max_count 0 \
    synth_flop_count 199 \
    crit_family "AND-OR/OR-AND gates" \
    placed_area_um2 15900 \
    min_period_over_period_pct 47.8 \
    hold_path_class "register to register" \
    clk_pin_slew_ns 0.07 \
    overflow 0 \
    crit_required_ns 15.84 \
    io_buffers 200 \
    flop_cell "dfrtp_1" \
    die_h_um 186 \
    utilization_pct 50.3 \
    routed_via_density 5.52 \
    cts.sinks 199 \
    startpoint_type "register" \
]
-- cell usage in the layout, fill, tap and decap left out, types with 41 or more instances in the layout --
master           Yosys  layout
nand2_1            106     105
clkdlybuf4s50_1      0     200
inv_1              148     147
o21ai_0             94      94
a21oi_1             80      80
xor2_1              84      84
dfrtp_1            199     198
nor2_1              72      72
ha_1               128     128
a22oi_1             41      41
a221oi_1            55      55
-- cells in the mapped netlist, drive strengths merged (3+ instances only) --
| master | count |
|---|---|
| a2111oi | 3 |
| a211o | 5 |
| a211oi | 9 |
| a21o | 20 |
| a21oi | 81 |
| a221o | 34 |
| a221oi | 56 |
| a22oi | 42 |
| a31oi | 3 |
| a32oi | 3 |
| and2 | 7 |
| and4 | 3 |
| buf | 12 |
| clkbuf | 67 |
| dfrtp | 199 |
| fa | 15 |
| ha | 128 |
| inv | 148 |
| mux2 | 3 |
| mux2i | 14 |
| nand2 | 106 |
| nand2b | 24 |
| nand3 | 14 |
| nand4 | 9 |
| nor2 | 72 |
| nor2b | 17 |
| nor3 | 9 |
| nor4 | 18 |
| o2111ai | 11 |
| o211ai | 15 |
| o21a | 6 |
| o21ai | 124 |
| o21bai | 10 |
| o221ai | 7 |
| o22ai | 3 |
| o311ai | 5 |
| o31ai | 3 |
| or2 | 3 |
| or3 | 4 |
| xnor2 | 25 |
| xor2 | 84 |
-- metrics by stage --
stage	worst slack (ns)	total power [W]	hold slack, ns	cells
floorplan	10.41	0.000747	0.468	1444
global placement	10.91	0.000915	0.505	2028
detailed placement	10.89	0.000916	0.499	2028
CTS	10.33	0.00127	0.511	2059
global route	10.07	0.00134	0.540	2059
finish	10.34	0.00126	0.512	2059
-- tightest hold or removal path: cells and delay by family, from the launching register on --
family,cells,cell delay [ns]
flip-flops,1,0.36
AND-OR/OR-AND,1,0.07
AND/OR/NAND/NOR,1,0.05
-- logic make-up (layout without fill, tap and decap cells) --
kind of cell | after synthesis | in the layout | share of synthesized area, %
adder cells (fa/ha/maj) | 143 | 143 | 14.1
AND/OR/NAND/NOR | 292 | 292 | 10.4
flip-flops | 199 | 199 | 36.8
AND-OR/OR-AND | 457 | 457 | 24.0
XOR/XNOR | 109 | 109 | 7.06
multiplexers | 17 | 17 | 1.29
buffers and inverters | 227 | 400 | 6.42
-- layout make-up --
type                       instances  area (um2)
timing repair buffer             221        2160
clock inverter                    13         145
sequential                       199        4980
multi-input combinational       1018        7690
tap                              442         553
clock buffer                      18         429
inverter                         148         563
fill                            2988       16300
-- worst paths after layout --
check / start / endpoint / slack, ns / depth (start not counted)
setup / recovery: carry_in / carry / 10.34 / 14
hold / removal: b_reg[2] / result_final[2] / 0.51 / 2
setup reg to reg: carry_in / result_final[20] / 11.61 / 29
hold reg to reg: b_reg[2] / result_final[2] / 0.51 / 2
max in group asynchronous: rst / result_final[40] / 14.65 / 3
min in group asynchronous: rst / b_reg[29] / 3.99 / 2
-- report_power, final --
| group | internal [W] | switching (W) | leakage, nW |
|---|---|---|---|
| Sequential | 0.000448 | 0.0000271 | 2.39 |
| Clock | 0.000187 | 0.000159 | 0.274 |
| Combinational | 0.000208 | 0.000232 | 4.72 |
| Total | 0.000842 | 0.000418 | 7.39 |
-- layer usage --
layer / share of wire (%) / vias up / GRT usage [%]
met5: 0 / - / 0
met2: 45 / 382 / 36.3
met4: 2.1 / 0 / 4.23
met1: 46 / 5466 / 36.8
li1: - / 5463 / -
met3: 6.8 / 52 / 4.83
Power figures rest on the tool's default switching activity, not on a simulated workload.
